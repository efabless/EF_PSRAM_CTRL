==> flow/design.v <==
`timescale              1ns/1ps
`default_nettype        none
module EF_PSRAM_CTRL (
    input   wire            clk,
    input   wire            rst_n,
    input   wire [23:0]     addr,
    input   wire [31: 0]    data_i,
    output  wire [31: 0]    data_o,
    input   wire [2:0]      size,
    input   wire            start,
    output  wire            done,
    input   wire  [3:0]     wait_states,
    input   wire  [7:0]     cmd,
    input   wire            rd_wr,
    input   wire            qspi,
    input   wire            qpi,
    input   wire            short_cmd,
    output  reg             sck,
    output  reg             ce_n,
    input   wire [3:0]      din,
    output  wire [3:0]      dout,
    output  wire [3:0]      douten
);
    localparam  IDLE = 1'b0, 
                BUSY = 1'b1;
    reg         state, nstate;
    reg [7:0]   counter;
    reg [23:0]  saddr;
    reg [7:0]   data [3:0]; 
    always @*
        case (state)
            IDLE: if(start) nstate = BUSY; else nstate = IDLE;
            BUSY: if(done) nstate = IDLE; else nstate = BUSY;
        endcase 
    always @ (posedge clk or negedge rst_n)
        if(!rst_n) state <= IDLE;
        else state <= nstate;
    always @ (posedge clk or negedge rst_n)
        if(!rst_n) 
            sck <= 1'b0;
        else if(done) 
            sck <= 1'b0;
        else if(~ce_n) 
            sck <= ~ sck;
    always @ (posedge clk or negedge rst_n)
        if(!rst_n) 
            ce_n <= 1'b1;
        else if(done)
            ce_n <= 1'b1;
        else if (state == BUSY) 
            ce_n <= 1'b0;
        else 
            ce_n <= 1'b1;
    wire [7:0]  wait_start  = (~qpi ? 8 : 2)                     
                            + ((qpi | qspi) ? 6 : 24);           
    wire [7:0]  data_start  = wait_start + (rd_wr ? wait_states : 0);
    wire [7:0]  data_count  = ((qpi | qspi) ? 2 : 8) * size;    
    wire [7:0]  final_count = short_cmd ? 8 : data_start + data_count;
    assign done     = (counter == final_count);
    always @ (posedge clk or negedge rst_n)
        if(!rst_n) 
            counter <= 8'b0;
        else if(sck & ~done) 
            counter <= counter + 1'b1;
        else if(state == IDLE) 
            counter <= 8'b0;
    wire [3:0]      dout_spi;
    wire [3:0]      dout_qspi;
    wire [3:0]      dout_qpi;
    wire [7:0]      spi_bit_index = (counter < 40)  ?   39 - (counter)  :
                                    (counter < 48)  ?   55 - (counter)  :
                                    (counter < 56)  ?   71 - (counter)  :
                                    (counter < 64)  ?   87 - (counter)  :
                                    0;
    assign dout_spi =   (counter < 8)   ?   cmd[7 - counter]            :
                        (counter < 32)  ?   addr[31 - counter]          : 
                        data_i[spi_bit_index];
    assign dout_qspi=   (counter < 8)   ?   cmd[7 - counter]            :
                        (counter == 8)  ?   addr[23:20]                 : 
                        (counter == 9)  ?   addr[19:16]                 :
                        (counter == 10) ?   addr[15:12]                 :
                        (counter == 11) ?   addr[11:8]                  :
                        (counter == 12) ?   addr[7:4]                   :
                        (counter == 13) ?   addr[3:0]                   :
                        (counter == 14) ?   data_i[7:4]                 :
                        (counter == 15) ?   data_i[3:0]                 :
                        (counter == 16) ?   data_i[15:12]               :
                        (counter == 17) ?   data_i[11:8]                :
                        (counter == 18) ?   data_i[23:20]               :
                        (counter == 19) ?   data_i[19:16]               :
                        (counter == 20) ?   data_i[31:28]               :                   
                        (counter == 21) ?   data_i[27:24]                 :
                        4'b0000;
    assign dout_qpi =   (counter == 0)  ?   cmd[7:4]                    :
                        (counter == 1)  ?   cmd[3:0]                    :
                        (counter == 2)  ?   addr[23:20]                 : 
                        (counter == 3)  ?   addr[19:16]                 :
                        (counter == 4)  ?   addr[15:12]                 :
                        (counter == 5)  ?   addr[11:8]                  :
                        (counter == 6)  ?   addr[7:4]                   :
                        (counter == 7)  ?   addr[3:0]                   :
                        (counter == 8)  ?   data_i[7:4]                 :
                        (counter == 9)  ?   data_i[3:0]                 :
                        (counter == 10) ?   data_i[15:12]               :
                        (counter == 11) ?   data_i[11:8]                :
                        (counter == 12) ?   data_i[23:20]               :
                        (counter == 13) ?   data_i[19:16]               :
                        (counter == 14) ?   data_i[31:28]               :                   
                        (counter == 15) ?   data_i[27:24]                 :
                        4'b0000;
    assign  dout    =   qpi     ?   dout_qpi    :
                        qspi    ?   dout_qspi   :
                        dout_spi;
    wire [7:0]  byte_index = (counter - data_start) >> ((qpi | qspi) ? 1 : 3);
    always @ (posedge clk)
        if(counter >= data_start && counter <= final_count)
            if(sck) 
                if(qpi | qspi) 
                    data[byte_index] <= {data[byte_index][3:0], din}; 
                else
                    data[byte_index] <= {data[byte_index][6:0], din[1]};  
    assign data_o = {data[3], data[2], data[1], data[0]};
    wire [3:0]  douten_qpi;
    wire [3:0]  douten_qspi;
    wire [3:0]  douten_spi;
    wire        has_wait_states = (wait_states != 0) & rd_wr;
    assign douten_spi   =   4'b0001;
    assign douten_qspi  =   (counter < 8)                               ?   4'b0001 :
                            (counter < 14)                              ?   4'b1111 :
                            ((counter < data_start) & has_wait_states)  ?   4'b0000 :
                            (rd_wr)                                     ?   4'b0000 :
                            4'b1111;
    assign douten_qpi   =   (counter < 2)                               ?   4'b1111 :
                            (counter < 8)                               ?   4'b1111 :
                            ((counter < data_start) & has_wait_states)  ?   4'b0000 :
                            (rd_wr)                                     ?   4'b0000 :
                            4'b1111;
    assign  douten      =   qpi     ?   douten_qpi    :
                            qspi    ?   douten_qspi   :
                            douten_spi;
endmodule
`timescale              1ns/1ps
`default_nettype        none
module EF_PSRAM_CTRL_AHBL #(parameter REGISTER_HWDATA = 1) 
(
    input   wire            HCLK,
    input   wire            HRESETn,
    input   wire            HSEL,
    input   wire [31:0]     HADDR,
    input   wire [31:0]     HWDATA,
    input   wire [1:0]      HTRANS,
    input   wire [2:0]      HSIZE,
    input   wire            HWRITE,
    input   wire            HREADY,
    output  reg             HREADYOUT,
    output  reg [31:0]      HRDATA,
    output  wire            sck,
    output  wire            ce_n,
    input   wire [3:0]      din,
    output  wire [3:0]      dout,
    output  wire [3:0]      douten     
);
    localparam  ST_IDLE = 1'b0,
                ST_WAIT = 1'b1;
    reg         state, nstate;
    reg         last_HSEL;
    reg [31:0]  last_HADDR;
    reg         last_HWRITE;
    reg [1:0]   last_HTRANS;
    reg [2:0]   last_HSIZE;
    wire [2:0]  size =  (last_HSIZE == 0) ? 1 :
                        (last_HSIZE == 1) ? 2 :
                        (last_HSIZE == 2) ? 4 : 4;
    reg data_cfg;
    wire        last_data_cfg   =   ~last_HADDR[23];
    wire        control         =   HADDR[22];
    wire        ahb_addr_phase  =   HTRANS[1] & HSEL & HREADY;
    wire        rd_wr;
    reg         rd_wr_reg;
    wire [3:0]  wait_states;
    wire [7:0]  cmd;
    wire        qspi;
    wire        qpi;
    wire        start;
    wire        done;
    reg [31:0]  data_i;
    reg [31:0]  data_i_sized;
    wire [31:0]  data_o;
    wire is_byte     = (last_HSIZE == 3'b000);
    wire is_half     = (last_HSIZE == 3'b001);
    wire is_word     = (last_HSIZE == 3'b010);
    wire byte_0      = is_byte & (last_HADDR[1:0] == 2'b00);
    wire byte_1      = is_byte & (last_HADDR[1:0] == 2'b01);
    wire byte_2      = is_byte & (last_HADDR[1:0] == 2'b10);
    wire byte_3      = is_byte & (last_HADDR[1:0] == 2'b11);
    wire half_0      = is_half & ~last_HADDR[1];
    wire half_2      = is_half & last_HADDR[1];
    always @(*) begin
        if (is_word) begin
            data_i_sized = data_i;   
        end
        else if (is_half) begin
            if (half_0) begin
                data_i_sized = data_i[15:0];   
            end
            else begin
                data_i_sized = data_i[31:16];   
            end
        end
        else begin
            if (byte_0) begin
                data_i_sized = data_i[7:0];   
            end
            else if (byte_1) begin
                data_i_sized = data_i[15:8];   
            end
            else if (byte_2) begin
                data_i_sized = data_i[23:16];   
            end
            else begin
                data_i_sized = data_i[31:24];   
            end
        end
    end
    always @(*) begin
        if (is_word) begin
            HRDATA = data_o;   
        end
        else if (is_half) begin
            if (half_0) begin
                HRDATA = data_o[15:0];   
            end
            else begin
                HRDATA = {data_o[15:0], 16'b0};   
            end
        end else begin
            if (byte_0) begin
                HRDATA = data_o[7:0];   
            end
            else if (byte_1) begin
                HRDATA = {data_o[7:0], 8'b0};   
            end
            else if (byte_2) begin
                HRDATA = {data_o[7:0], 16'b0};   
            end
            else begin
                HRDATA = {data_o[7:0], 24'b0};   
            end
        end
    end
    always@ (posedge HCLK or negedge HRESETn) begin
        if (!HRESETn) begin
            last_HSEL       <= 0;
            last_HADDR      <= 0;
            last_HWRITE     <= 0;
            last_HTRANS     <= 0;
        end
        else if(HREADY) begin
            last_HSEL       <= HSEL;
            last_HADDR      <= HADDR;
            last_HWRITE     <= HWRITE;
            last_HTRANS     <= HTRANS;
        end
    end
    always@(posedge HCLK or negedge HRESETn) begin 
        if(!HRESETn) 
            last_HSIZE <= 0;
        else if (HTRANS[1] & HREADYOUT)
                last_HSIZE<=HSIZE;
    end
    reg [7:0]   RD_CMD_REG;
    reg [7:0]   WR_CMD_REG;
    reg [7:0]   EQPI_CMD_REG;
    reg [7:0]   XQPI_CMD_REG;
    reg [3:0]   WAIT_STATES_REG;
    reg [1:0]   MODE_REG;
    reg         ENTER_QPI_REG;
    reg         EXIT_QPI_REG;
    always@(posedge HCLK or negedge HRESETn)
        if(!HRESETn) begin
            RD_CMD_REG      <= 8'h03;
            WR_CMD_REG      <= 8'h02;
            EQPI_CMD_REG    <= 8'h35;
            XQPI_CMD_REG    <= 8'hF5;
            WAIT_STATES_REG <= 8'd0;
            MODE_REG        <= 2'd0;
            ENTER_QPI_REG   <= 1'b0;
            EXIT_QPI_REG    <= 1'b0;
        end
        else if(~last_data_cfg & last_HWRITE & last_HSEL & last_HTRANS[1]) begin
            if(last_HADDR[8])   RD_CMD_REG      <= HWDATA;
            if(last_HADDR[9])   WR_CMD_REG      <= HWDATA;
            if(last_HADDR[10])  EQPI_CMD_REG    <= HWDATA;
            if(last_HADDR[11])  XQPI_CMD_REG    <= HWDATA;
            if(last_HADDR[12])  WAIT_STATES_REG <= HWDATA;
            if(last_HADDR[13])  MODE_REG        <= HWDATA;
            if(last_HADDR[14])  ENTER_QPI_REG   <= HWDATA;
            if(last_HADDR[15])  EXIT_QPI_REG    <= HWDATA;
        end
    assign  wait_states = WAIT_STATES_REG;
    assign  qspi        = MODE_REG[0];
    assign  qpi         = MODE_REG[1];
    always @ (posedge HCLK or negedge HRESETn)
        if(HRESETn == 0) 
            state <= ST_IDLE;
        else 
            state <= nstate;
    always @* begin
        case(state)
            ST_IDLE :   
                if(start) 
                    nstate = ST_WAIT;
                else
                    nstate = ST_IDLE;
            ST_WAIT :   
                if((done & last_data_cfg))
                    nstate = ST_IDLE;
                else
                    nstate = ST_WAIT; 
        endcase
    end
    reg         last_ahb_addr_phase;
    always @(posedge HCLK or negedge HRESETn)
        if(!HRESETn) 
            HREADYOUT <= 1'b1;
        else
            case (state)
                ST_IDLE :   
                    if((last_ahb_addr_phase|ahb_addr_phase)) 
                        HREADYOUT <= 1'b0;
                    else 
                        HREADYOUT <= 1'b1;
                ST_WAIT :   
                    if((done & last_data_cfg))  
                        HREADYOUT <= 1'b1;
                    else 
                        HREADYOUT <= 1'b0;
            endcase
    assign  rd_wr   =   ~last_HWRITE;
    always @(posedge HCLK or negedge HRESETn)
        if(!HRESETn)
            rd_wr_reg <= 1'b0;
        else if (last_HTRANS[1])
            rd_wr_reg <= rd_wr;
    assign  cmd     =   ENTER_QPI_REG   ?   EQPI_CMD_REG    :
                        EXIT_QPI_REG    ?   XQPI_CMD_REG    :
                        rd_wr_reg           ?   RD_CMD_REG      :
                        WR_CMD_REG; 
    wire    short_cmd   =   (ENTER_QPI_REG|EXIT_QPI_REG);
    wire [23:0] mctrl_addr = {1'b0,last_HADDR[22:0]};
            always @(posedge HCLK or negedge HRESETn) begin
                if(!HRESETn)
                    last_ahb_addr_phase <= 0;
                else
                    last_ahb_addr_phase <= ahb_addr_phase;
            end
            always @(posedge HCLK)
                if(last_ahb_addr_phase)
                    data_i <= HWDATA;
            assign  start   =   ( last_ahb_addr_phase & (state == ST_IDLE ) & data_cfg );
        always@(posedge HCLK or negedge HRESETn)
        if(!HRESETn)
            data_cfg <= 0;
        else if (ahb_addr_phase)
            data_cfg <= ~HADDR[23];
    EF_PSRAM_CTRL MCTRL(
        .clk(HCLK), 
        .rst_n(HRESETn), 
	    .addr(mctrl_addr), 
        .data_i(data_i_sized),
        .data_o(data_o),
        .size(size),
        .start(start),
        .done(done), 
        .wait_states(wait_states),
        .cmd(cmd),
        .rd_wr(rd_wr_reg),
        .qspi(qspi),
        .qpi(qpi),
        .sck(sck), 
        .ce_n(ce_n), 
        .din(din), 
        .dout(dout), 
        .douten(douten),
        .short_cmd(short_cmd)
    );
endmodule
==> flow/run.sh <==
#!/bin/bash
# OpenROAD 26Q1-2900-gdf79404cd8, Yosys 0.63+post, stock flow scripts
make -C /OpenROAD-flow-scripts/flow DESIGN_CONFIG=/design/flow/config.mk WORK_HOME=/design/flow/orfs finish
==> flow/config.mk <==
export PLATFORM = sky130hd
export DESIGN_NAME = EF_PSRAM_CTRL_AHBL
export DESIGN_NICKNAME = EF_PSRAM_CTRL_AHBL
export VERILOG_FILES = /design/flow/design.v
export SDC_FILE = /design/flow/constraint.sdc
export NUM_CORES = 4
export LEC_CHECK = 1
export CORE_UTILIZATION = 40
==> flow/constraint.sdc <==
current_design EF_PSRAM_CTRL_AHBL

set clk_period 12.1
set clk_io_pct 0.2

create_clock -name clk0 -period $clk_period [get_ports {HCLK}]

set non_clock_inputs [all_inputs -no_clocks]
set_input_delay [expr $clk_period * $clk_io_pct] -clock clk0 $non_clock_inputs
set_output_delay [expr $clk_period * $clk_io_pct] -clock clk0 [all_outputs]
==> impl.org <==
* Implementation run

** Run status
- The run finished with clean final reports.

** Critical path
- Max fanout on the critical path was recorded as 40.
- The cell sequence reported for the critical path is buf_4 > inv_1 > buf_4 > ha_1 > nand3_1 > a21oi_1 > a2111oi_0 > o21ai_0 > a211oi_1 > o21ai_0 > a221o_1 > clkdlybuf4s50_1.
- Crit path DAT :: 4.55 ns
- Cell with the largest stage delay on the worst path :: ha_1
- Biggest cell delay along the critical path :: 0.52 ns
- The worst register-to-register path has a depth of 20.
- The worst setup path is of the reg2out kind.
- The critical path endpoint has a required time of 9.68 ns.
- Critical Path Source Type :: flip-flop
- STA classifies the critical path endpoint as an output pin.

** Final timing
- # setup viols final :: 0
- Hold Vio Cnt, Final :: 0
- Setup repair after global routing left no endpoint under its margin.
- Derived from the worst setup path, the maximum achievable clock frequency is 144 MHz.
- Tcrit/Tclk final :: 0.576
- Normalized max-slew margin :: 0.422
- The transition time recorded at the tightest slew-check pin is 0.867 ns.
- The clock arrives with between 0.01 and 0.015 ns of skew.
- Crit path time final :: 6.97 ns
- Final Max Slew Viols :: 0
- In the final timing run, aggregate negative setup slack is 0 ns.

** Clocking
- Number of levels the H-tree was split into :: 4
- TritonCTS Sinks :: 150
- Clock Root Buffer :: clkbuf_16
- CTS added clock buffers totalling 17.
- TritonCTS built the clock tree.
- Total of hold buffers inserted after clock tree synthesis :: 0
- Insertion delay at the late pin of the worst-skew pair :: 0.43 ns
- CTS clk-pin slew, worst paths :: about 0.07 ns
- The clock passes through at most 2 buffers.
- Number of gates resized after cts :: 0
- Post-CTS Setup Bufs :: 0

** Min path
- The report gives the cell count of the worst hold path as 1.
- Path class of the lowest-slack min-delay path :: reg2reg

** Synthesis
- Cell count in the Yosys report :: between 1000 and 1500
- Cell count after synthesis :: 1053
- The synthesis report lists the Yosys warning total as 2.
- The mapped netlist covers 0.0104 mm2.
- Mux contribution to synthesized area :: 0.126
- Yosys mapped a number of flops with a built-in enable equal to between 60 and 70.
- In this run, the synthesized area fraction spent on AND-OR/OR-AND gates is recorded as 0.202.
- Seq cells post-synth :: 150
- The chip area line in the Yosys stat output reads just over 0.01 mm2.
- Synth cell types :: between 90 and 100
- The cell-mix breakdown from Yosys lists the simple-gate area share as 0.170.
- Per the synth stats, the proportion of register bits with asynchronous set or reset is 0.573.
- Leading register cell type out of synthesis :: dfrtp_1
- Per the synthesis report, the adder-cell share of the synthesized area is 0.0504.
- Register share after synthesis :: 0.395
- Among the non-sequential cells, AND-OR/OR-AND gates take the most area.
- Averaged over all synthesized cells, the footprint is 9.85 um2.
- Of the total synthesized cell area, the portion taken by XOR and XNOR cells is 0.0101.

** Final layout
- Per the run report, area growth between synthesis and finish was 18.6%.
- Final design instance area without fill :: 0.0123 mm2
- After filler insertion, the fill cell instance count of the layout stands at roughly 2300.
- Per the final layout report, the fraction of cells sized above drive strength 1 comes to 0.161.
- Largest registers :: MCTRL.data (32), data_i (32), last_HADDR (24)

** Power
- The power report attributes to the clock group a share of 0.175.
- For this design the static power due to leakage is 4.66 nW.
- Of the total power, registers draw 0.270.
- Net switching share of the total power :: 0.420
- The flow reported a cell area power density of 247 mW/mm2.
- Of the total power, combinational logic draws 0.555.
- Cell internal power was estimated by the tool at between 1.5 and 2 mW.
- For this design the total switching power over the nets is 1.28 mW.
- The worst VDD IR drop from the latest analysis is 129 uV.

** Run
- Max-cap violations :: 0
- Count of tool warnings :: 40

** Die
- Row count :: approximately 58
- Pin placement for this block handled 121 I/O pins.
- The die is approximately 160 um wide.
- The core region is 0.0253 mm2.
- Total die size :: between 0.02 and 0.03 mm2
- Fraction of the core area occupied by cells at floorplan :: 0.409
- Measured along the y axis, the die boundary spans 163 um.

** Routing
- Routed length per placed instance :: 22.8 um
- Vias per std cell :: 6.17
- Wirelength, routed :: ~34 mm
- Post-detailed-route count of antenna-violating nets :: 0
- Diodes inserted :: 0
- Summing over every cut layer, the via total after detailed routing is 9095.
- Number of search-and-repair iterations in the first detailed-routing pass :: 5
- Number of remaining DRC errors :: 0
- Per the log, the first TritonRoute iteration ended with a DRC count of 881.

** Global routing
- The initial antenna violation count is 0.
- Number of global-route vias before repair :: 8896
- Overall routing resource usage recorded by global route was 0.277.
- Remaining Overflow, GRT :: 0
- Global-route wire length before repair :: 53.3 mm
- Largest net degree at the start of global routing :: 50

** Placement
- Final weighted congestion in routability-driven placement :: 0.949
- Post-place instance area :: 0.0117 mm2
- Summed over all nets, the half-perimeter wirelength after detailed placement is about 25 mm.
- I/O Buffers :: around 110
==> cell usage in the layout (no fill, tap or decap), types with 6 or more instances in the layout <==
cell and count:
nand2_1 94, and2_1 17, a21oi_1 52, xnor2_1 11, clkbuf_16 17, inv_1 40
a21o_1 7, nand2b_1 18, nand4_1 9, mux2_2 79, o31ai_1 7, nor3b_1 6
inv_6 6, nor3_1 18, a211oi_1 26, ha_1 33, a22o_1 20, edfxtp_1 64
mux2i_1 12, o22ai_1 9, dfrtp_1 71, a221oi_1 17, and3_1 16, o21ai_0 56
a31oi_1 10, buf_4 22, nor2b_1 12, nor2_1 71, mux4_2 13, clkdlybuf4s50_1 110
dfstp_2 15, o211ai_1 9, o221ai_1 18, nand3_1 24, nand3b_1 6
==> metrics by stage <==
stage          std cells  hold WS [ns]  utilization  setup WS, ns  power, mW
2_1_floorplan       1053         0.427            -          6.48       1.99
3_3_place_gp        1442         0.459        0.463          5.67       2.49
3_5_place_dp        1442         0.474        0.463          5.73       2.49
4_1_cts             1474         0.480        0.485          5.22       3.04
5_1_grt             1474         0.517        0.485          4.95       3.27
6_report            1474         0.471        0.485          5.13       3.04
==> critical path: cells and delay by family (launching register included) <==
family	cells	cell delay, ns
buffers and inverters	4	1.20
AOI/OAI and AO/OA	6	1.63
adders and majority gates	1	0.52
and+or+nand+nor	1	0.44
DFF	1	0.32
==> path summary, 6_finish.rpt <==
kind                                              start  slack, ns                           end
min                             last_HWRITE$_DFFE_PN0P_       0.47         rd_wr_reg$_DFFE_PN0P_
max                        MCTRL.counter[0]$_DFFE_PN0P_       5.13                       dout[2]
min in group asynchronous                       HRESETn       1.95    last_HADDR[15]$_DFFE_PN0P_
max in group asynchronous                       HRESETn       9.11  MCTRL.counter[7]$_DFFE_PN0P_
min reg2reg                     last_HWRITE$_DFFE_PN0P_       0.47         rd_wr_reg$_DFFE_PN0P_
max reg2reg                     MODE_REG[1]$_DFFE_PN0P_       5.78    MCTRL.data[1][4]$_DFFE_PP_
==> cells by family after synthesis <==
logic type,count (synthesis)
adders and majority gates,39
xor gates and xnor gates,12
DFF,150
muxes,104
buffers and inverters,116
AOI/OAI and AO/OA,298
other,1
and+or+nand+nor,333
==> cell type report <==
cell class              instances  area [um2]  area share
multi-input cells             787        5790       0.471
flip-flops and latches        150        4090       0.333
repair buffers                132        1270       0.103
clock buffers                  19         434      0.0353
well taps                     330         413      0.0336
inverters                      43         161      0.0131
clock inverters                13         134      0.0109
==> layer usage <==
metal / share of wire / up-vias / wire, um / global-route usage
li1: - / 4163 / - / -
met1: 0.45 / 4395 / 15000 / 0.440
met2: 0.44 / 480 / 14900 / 0.403
met3: 0.088 / 57 / 2970 / 0.0600
met4: 0.022 / 0 / 749 / 0.0561
met5: 0 / - / 0 / 0
==> power by group through the flow <==
stage	combinational, mW	clock (mW)	sequential, mW
finish	1.69	0.531	0.822
global route	1.87	0.563	0.840
CTS	1.68	0.542	0.819
==> Yosys cell counts, types with 7 or more instances <==
cell / instances / share of area
nor2_1: 71 / 0.026
clkbuf_1: 31 / 0.011
a21o_1: 7 / 0.0051
nand2_1: 94 / 0.034
ha_1: 33 / 0.040
mux2i_1: 12 / 0.012
and3_1: 16 / 0.0097
a22o_1: 20 / 0.017
o21ai_0: 56 / 0.027
buf_1: 16 / 0.0058
o31ai_1: 7 / 0.0051
nand3_1: 24 / 0.012
o221ai_1: 18 / 0.015
and2_1: 17 / 0.010
dfstp_2: 15 / 0.038
dfrtp_1: 71 / 0.17
a211oi_1: 26 / 0.019
a31oi_1: 10 / 0.0060
a221oi_1: 17 / 0.014
mux2_2: 79 / 0.086
o211ai_1: 9 / 0.0065
nor2b_1: 12 / 0.0072
buf_2: 20 / 0.0097
xnor2_1: 11 / 0.0093
nor3_1: 18 / 0.0087
mux4_2: 13 / 0.028
nand4_1: 9 / 0.0054
nand2b_1: 18 / 0.011
inv_1: 40 / 0.014
a21oi_1: 52 / 0.025
edfxtp_1: 64 / 0.19
o22ai_1: 9 / 0.0054
No activity file was given, so power comes from the tool's default toggle rates.
